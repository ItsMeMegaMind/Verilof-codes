==> ./design.v <==
module UART_RX
  #(parameter CLKS_PER_BIT = 217)
  (
   input        i_Clock,
   input        i_RX_Serial,
   output       o_RX_DV,
   output [7:0] o_RX_Byte
   );
  parameter IDLE         = 3'b000;
  parameter RX_START_BIT = 3'b001;
  parameter RX_DATA_BITS = 3'b010;
  parameter RX_STOP_BIT  = 3'b011;
  parameter CLEANUP      = 3'b100;
  reg [7:0]     r_Clock_Count = 0;
  reg [2:0]     r_Bit_Index   = 0;  
  reg [7:0]     r_RX_Byte     = 0;
  reg           r_RX_DV       = 0;
  reg [2:0]     r_SM_Main     = 0;
  always @(posedge i_Clock)
  begin
    case (r_SM_Main)
      IDLE :
        begin
          r_RX_DV       <= 1'b0;
          r_Clock_Count <= 0;
          r_Bit_Index   <= 0;
          if (i_RX_Serial == 1'b0)           
            r_SM_Main <= RX_START_BIT;
          else
            r_SM_Main <= IDLE;
        end
      RX_START_BIT :
        begin
          if (r_Clock_Count == (CLKS_PER_BIT-1)/2)
          begin
            if (i_RX_Serial == 1'b0)
            begin
              r_Clock_Count <= 0;   
              r_SM_Main     <= RX_DATA_BITS;
            end
            else
              r_SM_Main <= IDLE;
          end
          else
          begin
            r_Clock_Count <= r_Clock_Count + 1;
            r_SM_Main     <= RX_START_BIT;
          end
        end  
      RX_DATA_BITS :
        begin
          if (r_Clock_Count < CLKS_PER_BIT-1)
          begin
            r_Clock_Count <= r_Clock_Count + 1;
            r_SM_Main     <= RX_DATA_BITS;
          end
          else
          begin
            r_Clock_Count          <= 0;
            r_RX_Byte[r_Bit_Index] <= i_RX_Serial;
            if (r_Bit_Index < 7)
            begin
              r_Bit_Index <= r_Bit_Index + 1;
              r_SM_Main   <= RX_DATA_BITS;
            end
            else
            begin
              r_Bit_Index <= 0;
              r_SM_Main   <= RX_STOP_BIT;
            end
          end
        end  
      RX_STOP_BIT :
        begin
          if (r_Clock_Count < CLKS_PER_BIT-1)
          begin
            r_Clock_Count <= r_Clock_Count + 1;
     	    r_SM_Main     <= RX_STOP_BIT;
          end
          else
          begin
       	    r_RX_DV       <= 1'b1;
            r_Clock_Count <= 0;
            r_SM_Main     <= CLEANUP;
          end
        end  
      CLEANUP :
        begin
          r_SM_Main <= IDLE;
          r_RX_DV   <= 1'b0;
        end
      default :
        r_SM_Main <= IDLE;
    endcase
  end    
  assign o_RX_DV   = r_RX_DV;
  assign o_RX_Byte = r_RX_Byte;
endmodule  
==> ./run.sh <==
#!/bin/bash
# OpenROAD 26Q1-2900-gdf79404cd8, Yosys 0.63+post, stock flow scripts
make -C /OpenROAD-flow-scripts/flow DESIGN_CONFIG=/design/flow/config.mk WORK_HOME=/design/flow/orfs finish
==> ./config.mk <==
export PLATFORM = sky130hd
export DESIGN_NAME = UART_RX
export DESIGN_NICKNAME = UART_RX
export VERILOG_FILES = /design/flow/design.v
export SDC_FILE = /design/flow/constraint.sdc
export NUM_CORES = 4
export LEC_CHECK = 1
export CORE_AREA = 10 10 102 102
export DIE_AREA = 0 0 112 112
==> ./constraint.sdc <==
current_design UART_RX

set clk_period 3.5
set clk_io_pct 0.2

create_clock -name clk0 -period $clk_period [get_ports {i_Clock}]

set non_clock_inputs [all_inputs -no_clocks]
set_input_delay [expr $clk_period * $clk_io_pct] -clock clk0 $non_clock_inputs
set_output_delay [expr $clk_period * $clk_io_pct] -clock clk0 [all_outputs]
==> out/metrics.cfg <==
[status]
status=finished, final reports clean

[die]
fp.dieH_um=112
num_rows=33
fp.dieW_um=112
ioPinCount=11
fp_util_pct=16.0
coreArea_um2=8220
chipArea_um2=12500

[cts]
post_cts_buffers=0
cts_inserted_buffers=3
clock-sinks=23
clk_pin_slew_ns=0.09
clockRootBuffer=clkbuf_8
ctsHoldBuffers=0
clockBufferDepth=2
htree_levels=1
worstSkewPairLatency_ns=0.26
cts_tree=yes
ctsResizeCount=0

[final_timing]
relSlewSlack_pct=37.2
skew_ns=0.00566
fmax_ghz=0.472
post-route-min-period_ns=2.12
rsz0062_at_grt=no
hold_viol=0
setup_ws_ns=1.38
tightestPinTransition_ns=0.938
post-route-period-util_pct=60.5
finalMaxSlewViolations=0
finalSetupViolations=0
setup_tns_ns=0

[placement]
pre_cts_slack_ns=1.11
gp_congestion=0.783
dp_hpwl_um=1740
port_buffers=10

[cells_and_area]
fillerInstances=894
drive_above_1_share_pct=12.4
final_util_pct=19.2
area_growth_pct=19.9
seq_area_um2=661
comb_area_um2=609

[critical_path]
worstSetupStartpointType=input port
worstPathRequired_ns=3.39
crit_family=AND-OR/OR-AND gates
cp_max_fo=9
rrSetupSlack_ns=1.41
criticalPathCategory=input port to flip-flop
cp-end-kind=flip-flop
cp_slowest_cell=a31oi_1
crit_arrival_ns=2.01
crit_chain=clkdlybuf4s50_1 -> a31oi_1
slowest_delay_ns=0.75
cp_num_buf_inv=1

[synthesis]
yosysChipArea_um2=1310
postSynthAreaPerCell_um2=11.0
ys.warnings.count=1
synth_flops=23
ys_cells=119
ys_seq_share_pct=50.3
netlist_instances=119
ys_types=35
syn_area_um2=1310

[power]
irDropWorstVdd_mv=0.128
p_leak_nw=0.503
powerDensity_nw_per_um2=294
power_w=0.000462

[routing]
drtAntennaViolNets=0
dr.pass1.iters=4
wl_per_cell_um=9.82
n_antenna_cell=0
drt_iter0_drc=40
viasPerCell=3.89
drc=0
routed_wl_um=2300
num_vias=911

[worst_hold_path]
hold_path_class=flip-flop to flip-flop

[grt]
first_global_vias=888
antenna_found_initial=0
grt_pass1_wl_um=4110
grt_start_max_net_pins=15
track_usage_pct=3.77
grt_overflow=0

[flow_run]
tool_warnings=29
drv_cap=0

## routing by layer
layer	vias up	track usage (%)	routed length (um)	share of wire (%)
li1	471	-	-	-
met5	-	0	0	0
met1	413	5.29	1140	50
met3	0	1.95	250	11
met4	0	0.0846	0	0
met2	27	5.36	907	39
## cell type report
cell class | count | area share (%)
sequential | 23 | 42.0
multi-input combinational | 85 | 38.7
tap | 105 | 8.35
timing repair buffer | 10 | 6.36
clock buffer | 3 | 2.62
inverter | 7 | 1.67
clock inverter | 1 | 0.318
## cell usage in the layout, fill, tap and decap left out, types with 3 or more instances in the layout
cell type and instances:
nand2b_1 3, o2bb2ai_1 4, a211oi_1 5, clkbuf_8 3, nor2_1 9, nand3_1 6, nand2_1 9, a221oi_1 3
or3_1 3, edfxtp_1 20, inv_1 7, o21ai_0 3, xor2_1 3, mux2_2 4, clkdlybuf4s50_1 10, ha_1 6
dfxtp_1 3
## kinds of logic (layout without fill, tap and decap cells)
kind of cell	count (synthesis)	in the layout	share of synthesized area (%)
adder cells (fa/ha/maj)	6	6	5.72
multiplexers	4	4	3.43
buffers and inverters	11	21	3.24
AND-OR/OR-AND	26	26	15.1
flip-flops	23	23	50.3
AND/OR/NAND/NOR	44	44	18.9
XOR/XNOR	5	5	3.34
## cell usage after synthesis
library cell,number,area share (%)
nor2_1,9,2.6
dfxtp_1,3,4.6
a31o_2,2,1.3
o2bb2ai_1,4,2.7
nand4_2,1,0.95
xnor2_1,2,1.3
nor4b_2,1,1.1
a31oi_1,1,0.48
or3_1,3,1.4
nor4_1,1,0.48
o21ai_0,3,1.1
nand2b_1,3,1.4
ha_1,6,5.7
nor3b_1,2,1.1
or2_2,1,0.48
o31a_1,1,0.67
mux2_2,4,3.4
clkbuf_1,3,0.86
nand3b_1,2,1.1
a221oi_1,3,2.0
o211ai_1,2,1.1
buf_2,1,0.38
o311ai_0,1,0.67
o21ai_2,2,1.3
nor4b_1,1,0.67
nor2b_1,2,0.95
nand2_1,9,2.6
xor2_1,3,2.0
nand3_1,6,2.3
inv_1,7,2.0
a211oi_1,5,2.9
a21oi_1,2,0.76
edfxtp_1,20,46
and3_1,2,0.95
or3b_2,1,0.67
## final timing paths
kind | start | end | cells past startpoint
worst max-delay path | i_RX_Serial | r_Clock_Count[7]$_DFFE_PP_ | 2
worst max register to register | r_Clock_Count[0]$_DFFE_PP_ | r_Clock_Count[7]$_DFFE_PP_ | 5
worst min-delay path | r_RX_Byte[5]$_DFFE_PP_ | r_RX_Byte[5]$_DFFE_PP_ | 1
worst min register to register | r_RX_Byte[5]$_DFFE_PP_ | r_RX_Byte[5]$_DFFE_PP_ | 1
## flip-flops by register name, summed over array words and instances (netlist names)
name,count
r_Clock_Count,8
r_SM_Main,3
r_RX_Byte,8
r_Bit_Index,3
r_RX_DV,1
## stage by stage
stage | hold WS [ns] | cells | area (um2)
floorplan | 0.503 | 119 | 1310
global placement | 0.557 | 230 | 1530
detailed placement | 0.548 | 230 | 1530
CTS | 0.575 | 234 | 1570
global route | 0.585 | 234 | 1570
finish | 0.569 | 234 | 1570
## report_power, final
group | internal [W] | total [W] | switching [W]
Sequential | 0.000293 | 0.000293 | 0
Clock | 0.0000794 | 0.000166 | 0.0000862
Combinational | 0.00000150 | 0.00000356 | 0.00000205
Total | 0.000374 | 0.000462 | 0.0000883
