==> design/flow/design.v <==
module PWM_Generator_Verilog
 (
 clk,  
 increase_duty,  
 decrease_duty,  
 PWM_OUT  
    );
 input clk;
 input increase_duty;
 input decrease_duty;
 output PWM_OUT;
 wire slow_clk_enable;  
 reg[27:0] counter_debounce=0; 
 wire tmp1,tmp2,duty_inc; 
 wire tmp3,tmp4,duty_dec; 
 reg[3:0] counter_PWM=0; 
 reg[3:0] DUTY_CYCLE=5;  
 always @(posedge clk)
 begin
   counter_debounce <= counter_debounce + 1;
   if(counter_debounce>=1) 
    counter_debounce <= 0;
 end
 assign slow_clk_enable = counter_debounce == 1 ?1:0;
 DFF_PWM PWM_DFF1(clk,slow_clk_enable,increase_duty,tmp1);
 DFF_PWM PWM_DFF2(clk,slow_clk_enable,tmp1, tmp2); 
 assign duty_inc =  tmp1 & (~ tmp2) & slow_clk_enable;
 DFF_PWM PWM_DFF3(clk,slow_clk_enable,decrease_duty, tmp3);
 DFF_PWM PWM_DFF4(clk,slow_clk_enable,tmp3, tmp4); 
 assign duty_dec =  tmp3 & (~ tmp4) & slow_clk_enable;
 always @(posedge clk)
 begin
   if(duty_inc==1 && DUTY_CYCLE <= 9) 
    DUTY_CYCLE <= DUTY_CYCLE + 1; 
   else if(duty_dec==1 && DUTY_CYCLE>=1) 
    DUTY_CYCLE <= DUTY_CYCLE - 1; 
 end 
 always @(posedge clk)
 begin
   counter_PWM <= counter_PWM + 1;
   if(counter_PWM>=9) 
    counter_PWM <= 0;
 end
 assign PWM_OUT = counter_PWM < DUTY_CYCLE ? 1:0;
endmodule
module DFF_PWM(clk,en,D,Q);
input clk,en,D;
output reg Q;
always @(posedge clk)
begin 
 if(en==1)  
  Q <= D;
end 
endmodule 
==> design/flow/run.sh <==
#!/bin/bash
# OpenROAD 26Q1-2900-gdf79404cd8, Yosys 0.63+post, stock flow scripts
make -C /OpenROAD-flow-scripts/flow DESIGN_CONFIG=/design/flow/config.mk WORK_HOME=/design/flow/orfs finish
==> design/flow/config.mk <==
export PLATFORM = sky130hd
export DESIGN_NAME = PWM_Generator_Verilog
export DESIGN_NICKNAME = PWM_Generator_Verilog
export VERILOG_FILES = /design/flow/design.v
export SDC_FILE = /design/flow/constraint.sdc
export NUM_CORES = 4
export LEC_CHECK = 1
export CORE_UTILIZATION = 30
==> design/flow/constraint.sdc <==
current_design PWM_Generator_Verilog

set clk_period 2.9
set clk_io_pct 0.2

create_clock -name clk0 -period $clk_period [get_ports {clk}]

set non_clock_inputs [all_inputs -no_clocks]
set_input_delay [expr $clk_period * $clk_io_pct] -clock clk0 $non_clock_inputs
set_output_delay [expr $clk_period * $clk_io_pct] -clock clk0 [all_outputs]
==> metrics.csv <==
metric;value;unit
edf_count;8;
setup_viol;0;
max_freq;386.2;MHz
min-delay-start;PWM_DFF1.Q;
relSlewSlack;0.5489;
tritoncts;built;
grt_pass1_vias;707;
ys.flop_type;dfxtp_1;
logic_area;670.6;sq um
clk_pin_slew_worst_paths;80;ps
synthTopLogicFamily;simple AND/OR/NAND/NOR gates;
ys_sh_simple;0.1948;
period_minus_slack;2589;ps
crit_fanout;4;
end_kind;output pin;
syn-cell-area;0.001503;sq mm
hold-worst-slack;454.1;ps
drt-wirelength-per-cell;7.864;um
r2r-start;DUTY_CYCLE[0];
regArea;880.8;sq um
critPathKind;flop to output pin;
place_congestion;0.7482;
synthCells;118;
track_usage;0.07479;
antenna_cells;0;
drc;0;
die_y;72.78;um
drtIter0Drc;26;
vias;833;
hold_viol;0;
fa_ha_area_frac;0.09992;
yosysWarnings;2;
drt_pass1_iterations;2;
syn_area_per_cell;12.73;sq um
status;complete, no violations;
min_to;PWM_DFF2.Q;
max-cap-violations;0;
compound_area_frac;0.07744;
dieArea;0.005296;sq mm
synth-seq-area-share;0.5862;
grt_overflow;0;
io_buffers;3;
hold_depth;0;
post_cts_buffers;0;
initial_core_util;0.3140;
ys_chip_area;0.001503;sq mm
dp_cells;212;
rr_worst_depth;5;
top_area_frac;0.4263;
tool_warnings;31;
cp.arrival;2010;ps
pin_count;4;
ys_types;33;
worst_setup_path_start_kind;flop;
maxSlewViolCount;0;
antenna_found_initial;0;
mux_share;0;
worstMarginPinSlew;672.6;ps
yosys-stat-cells;118;
fin_cells;220;
core_area;0.004786;sq mm
drive_gt1_frac;0.1046;
period_used_share;0.8929;
postCtsHoldBufs;0;
num_rows;25;
via_per_inst;3.786;
skew;10.75;ps
routed_wl;1730;um
tns;0;ps
p_leak;0.6957;nW
rsz0062_at_grt;false;
xor_share;0.01166;
numCtsBuffers;5;
area_delta_synth_final;18.98;%
ff2ff_setup_slack;660;ps
power.total;941.3;uW
synth-async-reset-ratio;0;
yosysTopAreaCell;dfxtp_1;
r2r_end;DUTY_CYCLE[0];
area_leaders;dfxtp_1 (43%), edfxtp_1 (16%), ha_1 (10%);
fp.dieW;72.78;um
clock_latency;280;ps
cts-root-buf;clkbuf_8;
grt_pass1_wl;3077;um
ys.flops;40;
hp-class;flop to flop;
grt_start_max_net_pins;13;
hpwl;1312;um
required;2320;ps
antenna_left;0;
cts_buffer_depth;2;
vdd_drop_max;0.1622;mV
cts_sinks;40;
fin_ws;310.7;ps
p_per_area;526.5;mW/mm^2
h-tree-depth;2;
dp_slack;617.1;ps
fill_cells;443;
cts_resized;0;
==> how the worst max path moves through the flow <==
stage                  from       to  slack, ps  cells after the start
global route  DUTY_CYCLE[1]  PWM_OUT        140                      6
CTS           DUTY_CYCLE[1]  PWM_OUT        300                      6
finish        DUTY_CYCLE[1]  PWM_OUT        310                      6
==> per-layer routing <==
layer  vias to the layer above  global-route usage  wire length, um
met5                         -                   0                0
met2                         8              0.1173              757
met4                         0             0.02397               63
met1                       361              0.1036              850
li1                        459                   -                -
met3                         5             0.01961               58
==> cell usage after synthesis, types with 2 or more instances <==
master / count
nor2_1: 8
o31ai_1: 2
nand2_1: 4
inv_1: 11
edfxtp_1: 8
nor4_1: 2
a211o_1: 2
nand3b_1: 2
and2_1: 2
a21oi_1: 2
nor4_4: 4
nand2b_1: 4
xnor2_1: 2
o21ai_0: 2
a21o_1: 2
dfxtp_1: 32
nor4_2: 2
ha_1: 12
==> worst max-delay path: stages (launching register included) <==
cell             delay [ps]
edfxtp_1                420
inv_1                   140
ha_1                    240
a21o_1                  160
a21o_1                  170
a21oi_1                 140
clkdlybuf4s50_1         470
==> layout make-up <==
class	instances	area share
clock inverters	1	0.002799
flip-flops and latches	40	0.4927
well taps	67	0.04689
inverters	11	0.02309
repair buffers	3	0.01680
clock buffers	7	0.04269
multi-input cells	91	0.3751
==> kinds of logic (layout without fill, tap and decap cells) <==
family          Yosys count  in the layout
other cells               1             25
flops                    40             40
xor+xnor                  2              2
fa+ha+maj                12             12
buf+inv                  11             22
compound gates           16             16
simple gates             36             36
==> layout by cell type, fill, tap and decap left out, types with 2 or more instances in the layout <==
cell             instances
nand2b_1                 4
nor2_1                   8
nor4_1                   2
and2_1                   2
clkdlybuf4s50_1          3
nor4_4                   4
nand2_1                  4
dfxtp_1                 32
clkbuf_8                 5
ha_1                    12
xnor2_1                  2
nor4_2                   2
o21ai_0                  2
nand3b_1                 2
inv_1                   11
clkbuf_1                 2
a21o_1                   2
a211o_1                  2
o31ai_1                  2
a21oi_1                  2
conb_1                  25
edfxtp_1                 8
==> sequential cells by signal, indices dropped and copies added (netlist names) <==
name              cells
DUTY_CYCLE            4
PWM_DFF1.Q            1
PWM_DFF2.Q            1
PWM_DFF3.Q            1
PWM_DFF4.Q            1
counter_PWM           4
counter_debounce     28
==> stage by stage <==
| stage | cell area [sq um] | utilization |
|---|---|---|
| global route | 1788 | 0.3736 |
| floorplan | 1593 | - |
| finish | 1788 | 0.3736 |
| CTS | 1788 | 0.3736 |
| global placement | 1707 | 0.3566 |
| detailed placement | 1707 | 0.3566 |
==> power by group <==
group | total (mW) | switching [mW] | leakage [nW] | internal, mW
Combinational | 0.0112 | 0.00509 | 0.303 | 0.00609
Sequential | 0.595 | 0.0109 | 0.351 | 0.584
Clock | 0.335 | 0.167 | 0.0422 | 0.168
No activity file was given, so power comes from the tool's default toggle rates.
